==> flow/design.v <==
module BranchBlock(input [31:0] Next_pc ,input [31:0] BranchVal,input BEQ, BNE, Zero, output [31:0] OutPC);
    wire [31:0] ShiftedBranchVal,BranchedPC;
    wire CtrSig;
    assign ShiftedBranchVal = BranchVal << 2 ;
    assign BranchedPC = ShiftedBranchVal + Next_pc;
    assign CtrSig = (BEQ & Zero) | (BNE & ~Zero);
    assign OutPC = CtrSig ? BranchedPC : Next_pc ;
endmodule
==> flow/run.sh <==
#!/bin/bash
# OpenROAD 26Q1-2900-gdf79404cd8, Yosys 0.63+post, stock flow scripts
make -C /OpenROAD-flow-scripts/flow DESIGN_CONFIG=/design/flow/config.mk WORK_HOME=/design/flow/orfs finish
==> flow/config.mk <==
export PLATFORM = sky130hd
export DESIGN_NAME = BranchBlock
export DESIGN_NICKNAME = BranchBlock
export VERILOG_FILES = /design/flow/design.v
export SDC_FILE = /design/flow/constraint.sdc
export NUM_CORES = 4
export LEC_CHECK = 1
export CORE_UTILIZATION = 30
==> flow/constraint.sdc <==
current_design BranchBlock

set clk_period 13.5
set clk_io_pct 0.2

create_clock -name clk0 -period $clk_period

set non_clock_inputs [all_inputs -no_clocks]
set_input_delay [expr $clk_period * $clk_io_pct] -clock clk0 $non_clock_inputs
set_output_delay [expr $clk_period * $clk_io_pct] -clock clk0 [all_outputs]
==> flow_metrics.tcl <==
# place-and-route summary
set metrics [dict create \
    coreArea_mm2 0.005608 \
    die_x_um 78.93 \
    period_used_pct 66.44 \
    top_cells_by_area "ha_1 (20%), a21oi_1 (11%), nor2_1 (5.9%)" \
    seq_area_frac_synth_pct 0 \
    crit_family "AND-OR/OR-AND gates" \
    grt_max_degree 41 \
    top_area_cell "ha_1" \
    num_vias 2151 \
    avgSynthCellArea_um2 6.803 \
    port_buffers 93 \
    crit_fanout 3 \
    drt_iter0_markers 69 \
    synth_area_mm2 0.001775 \
    worst_pin_slew_ps 763.6 \
    power_density_mw_per_mm2 46.36 \
    critPathLaunchType "primary input" \
    relSlewSlack_pct 49.10 \
    internal_power_mw 0.07396 \
    p_comb_share_pct 100.0 \
    max_stage_delay_ps 450 \
    grtUsageTotal_pct 15.90 \
    row_count 27 \
    timing.fmax_mhz 111.5 \
    cpMostUsedCell "clkdlybuf4s50_1" \
    initCoreUtil_pct 31.66 \
    dpl.hpwl_mm 4.108 \
    fin_crit_ps 8970 \
    path_cells "clkdlybuf4s50_1 -> ha_1 -> fa_1 -> a211oi_1 -> nor4_2 -> o311ai_1 -> a21oi_2 -> o31a_2 -> o2111ai_2 -> a211o_1 -> o211a_1 -> clkdlybuf4s50_1" \
    swShare_pct 42.07 \
    wirelength_mm 5.071 \
    seq_power_share_pct 0 \
    drv_slew 0 \
    peakVddDrop_uv 20.87 \
    path_buffers 2 \
    synth_cells 261 \
    crit_slowest_cell "fa_1" \
    nClkBuffers 0 \
    antenna_left 0 \
    fin_util_pct 49.11 \
    antenna_cells 0 \
    post_cts_buffers 0 \
    cp.required_ps 10800 \
    worst_setup_path_end_kind "primary output" \
    ys_area_mm2 0.001775 \
    cp.arrival_ps 6270 \
    regArea_um2 0 \
    area_growth_pct 55.11 \
    rsz0062_at_grt "no" \
    die_area_mm2 0.006230 \
    cts-resized-gates 0 \
    grt_pass1_wl_mm 8.238 \
    synth_stat.cells 261 \
    yosysWarnings 0 \
    ios 99 \
    warnings 34 \
    grt-ovfl-total 0 \
    n_fill_cell 574 \
    top_cell_area_share_pct 20.44 \
    clkPwrFrac_pct 0 \
    gp_congestion 0.8215 \
    hp-class "primary input to primary output" \
    via_per_inst 5.183 \
    antenna_found_initial 0 \
    max_cap_violations 0 \
    die_h_um 78.93 \
    setup_viol 0 \
    seq_cells 0 \
    final_layout_size_suffix_gt1_share_pct 5.539 \
    synth_cell_type_count 51 \
    hold_violations 0 \
    p_switching_mw 0.05372 \
    p_leak_nw 1.112 \
    cts_hold_buf 0 \
    tns_ps 0 \
    dr.pass1.iters 4 \
    grt_pass1_vias 1856 \
    wl_per_cell_um 12.22 \
    status "complete, no violations" \
    drc_errors 0 \
    critPathKind "primary input to primary output" \
]
==> stage by stage <==
step	power, mW	instances	setup slack, ps	hold slack [ps]	cell area [um^2]
after detailed placement	0.1279	415	4572	5400	2754
after floorplan	0.06893	261	5816	5431	1775
after CTS	0.1291	415	4530	5400	2754
after global placement	0.1282	415	4558	5400	2754
final	0.1277	415	4530	5400	2754
after global routing	0.1428	415	4338	5400	2754
==> layout make-up <==
type | count | area, um^2 | area share (%)
Timing Repair Buffer | 94 | 938.4 | 34.08
Inverter | 5 | 18.77 | 0.6815
Multi-Input combinational cell | 244 | 1707 | 61.97
Tap cell | 72 | 90.09 | 3.271
==> cells in the mapped netlist (3+ instances only) <==
cell	number
a21o_1	8
inv_1	5
o21ai_0	21
nand2b_1	3
clkbuf_1	8
and2_1	4
nand4_1	5
a21oi_1	38
o21bai_1	3
ha_1	29
a21o_2	3
nand3_1	6
xnor2_1	12
o21ai_2	4
xor2_1	12
nor2_1	28
a211oi_1	6
nand2_1	27
==> power groups by stage <==
stage	registers, mW	logic [mW]	clock network [mW]
4_1_cts	0	0.129	0
5_1_grt	0	0.143	0
6_report	0	0.128	0
==> metal layers <==
layer	track usage [%]	part of all wire [%]	wire (um)
met1	23.04	48	2451
met2	27.48	45	2281
met3	1.050	6.7	338
met4	0.1818	0	0
met5	0	0	0
==> cell usage in the layout, fill, tap and decap left out, drive strengths merged, types with 2 or more instances in the layout <==
cell type	count
a31oi	2
nand2	27
a2111oi	2
a21o	11
nand2b	3
xor2	12
ha	29
o21ai	27
a21oi	40
and3	2
a211oi	7
o21bai	3
xnor2	12
inv	5
nor2	28
nand3	6
mux2i	2
clkdlybuf4s50	93
and2	4
nand4	5
==> path summary, 6_finish.rpt <==
kind	startpoint	end	slack [ps]	cells after the start
hold / removal	Next_pc[0]	OutPC[0]	5400	0
setup / recovery	Next_pc[2]	OutPC[30]	4530	12
==> cell families after synthesis <==
family | synth area share (%)
AND-OR/OR-AND | 39.18
XOR/XNOR | 11.84
adder cells (fa/ha/maj) | 21.56
buffers and inverters | 4.087
multiplexers | 1.762
AND/OR/NAND/NOR | 21.57
Power figures rest on the tool's default switching activity, not on a simulated workload.
