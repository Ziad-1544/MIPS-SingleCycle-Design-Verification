$ cat /design/flow/run.sh
#!/bin/bash
# OpenROAD 26Q1-2900-gdf79404cd8, Yosys 0.63+post, stock flow scripts
make -C /OpenROAD-flow-scripts/flow DESIGN_CONFIG=/design/flow/config.mk WORK_HOME=/design/flow/orfs finish
$ cat /design/flow/config.mk
export PLATFORM = sky130hd
export DESIGN_NAME = RegFile
export DESIGN_NICKNAME = RegFile
export VERILOG_FILES = /design/flow/design.v
export SDC_FILE = /design/flow/constraint.sdc
export NUM_CORES = 4
export LEC_CHECK = 1
export CORE_UTILIZATION = 40
$ cat /design/flow/constraint.sdc
current_design RegFile

set clk_period 7.7
set clk_io_pct 0.2

create_clock -name clk0 -period $clk_period [get_ports {clk}]

set non_clock_inputs [all_inputs -no_clocks]
set_input_delay [expr $clk_period * $clk_io_pct] -clock clk0 $non_clock_inputs
set_output_delay [expr $clk_period * $clk_io_pct] -clock clk0 [all_outputs]
$ cat /design/flow/design.v
module RegFile(input clk, RegWrite, RetAdd, input [4:0] ReadReg1, ReadReg2, WriteReg , input [31:0] WriteData , Next_pc, output reg [31:0] ReadData1, ReadData2 );
    reg [31:0] r_mem [0:31];
    always @(*) begin
        ReadData1 = r_mem [ReadReg1];
        ReadData2 = r_mem [ReadReg2];
    end
    always @(negedge clk) begin
        if (RegWrite) begin
            if (RetAdd)  r_mem[31] = Next_pc;
            else  begin
                if (WriteReg != 0) r_mem[WriteReg] = WriteData;  
            end        
        end
    end
endmodule
==> impl_metrics.py <==
# Flow results
metrics = {
    "run_status": {
        "run_status": "complete, but fails checks",
        "failed_checks": "negative setup slack",
    },
    "timing": {
        "max_slew.worst_pin.slew_ns": 0.974,
        "slew_headroom_pct": 35.1,
        "finalWorstSetupSlack_ns": -0.0979,
        "slew_violations": 0,
        "grt_setup_unrepaired": "true",
        "setup-violations-final": 3,
        "report.final.hold_viol_count": 0,
        "hold_ws_ns": 3.92,
    },
    "route": {
        "wl_met3_um": 23800,
        "drt-pass1-iter-count": 5,
        "drc_violation_count_after_routing": 0,
        "vias": 34972,
        "wl_met1_um": 58800,
        "drt-initial-drc-count": 2284,
        "via_to_cell_ratio": 5.47,
        "route.top_layer_used": "met5",
        "routed-wl-met2_um": 72500,
        "routedWlPerCell_um": 25.0,
        "route.final.wire_length_um": 160000,
        "remaining_number_of_nets_flagged_by_the_antenna_check_after_routing": 0,
    },
    "clock_network": {
        "clock_tree.htree_level_count": 3,
        "tritoncts_clock_tree": "yes",
        "clockRootBuffer": "clkbuf_16",
        "clock_sinks": 1024,
        "clk_path_buf_depth": 3,
        "cts_made_buffers": 109,
        "post_cts_hold_buffer_count": 0,
        "path_clk_slew_ns": 0.04,
    },
    "die": {
        "core.rowCount": 128,
        "floorplan.io_pins": 146,
        "die_y_um": 353,
        "floorplan.core_util_pct": 40.4,
        "fp.dieW_um": 353,
        "chipArea_mm2": 0.124,
        "fp.coreArea_mm2": 0.122,
    },
    "worst_setup_path": {
        "critical-path-slowest-cell": "edfxtp_1",
        "crit_family": "AND-OR/OR-AND gates",
        "cp.buffers_inverters": 2,
        "cp-start-kind": "flop",
        "worstPathCellList": "buf_6, mux2i_4, a22o_1, nor3_1, a31oi_1, nand3_2, buf_2",
        "critPathCaptureType": "output port",
        "timing.critical_path.depth": 7,
        "crit_path_max_incr_delay_ns": 0.45,
        "critical_path_arrival_ns": 6.26,
        "worst_path_required_ns": 6.16,
        "critical_setup_path_class": "flop to output port",
        "worst_setup_path_startpoint": "r_mem[3][9]$_DFFE_NP_",
        "worstPathMaxFanout": 2,
    },
    "global_routing": {
        "first_pass_grt_wire_length_um": 230000,
        "track_usage_pct": 27.4,
        "grt_overflow_total": 0,
        "grt_max_degree": 81,
        "grt_pass1_vias": 37940,
        "antenna_found_initial": 13,
    },
    "logic_synthesis": {
        "synthesis.instances": 3434,
        "yosys-top-cells-area": "edfxtp_1 (62%), mux2i_1 (21%), a22oi_1 (2.9%), a22o_1 (2.3%), nand3_1 (2.0%)",
        "cells_yosys": 3434,
        "post_synth_num_cell_types": 28,
        "synth-area-yosys_mm2": 0.0492,
        "syn_area_mm2": 0.0492,
        "yosysTopAreaCellShare_pct": 62.5,
        "syn-mean-instance-area_um2": 14.3,
        "synth_seq_share_pct": 62.5,
        "cell_taking_the_most_area_after_synthesis": "edfxtp_1",
        "flops_latches_synth": 1024,
        "yosysWarnings": 1,
    },
    "pwr": {
        "power.density_mw_per_mm2": 243,
        "power.static_leakage_nw": 27.3,
        "vdd_ir_drop_max_mv": 0.217,
    },
    "finish": {
        "area_growth_pct": 26.8,
        "layout_cells_sized_above_1_pct": 10.6,
        "flop_area_mm2": 0.0307,
        "largest_reg_flops": 1024,
        "postLayoutCoreUtil_pct": 51.2,
        "area.combinational_mm2": 0.0178,
        "filler_cell_count": 9880,
    },
    "placement": {
        "hpwlAfterDp_um": 91400,
        "port-buffer-count": 145,
        "globalplace.congestion": 0.878,
    },
    "run": {
        "log.warning_count": 1030,
        "drv_cap": 0,
    },
    "hold_path": {
        "hold_path_startpoint": "ReadReg2[1]",
        "hold_path_depth": 6,
        "worstHoldPathType": "primary input to output port",
    },
}
## metal layers
metal	vias up	GRT usage [%]
li1	16042	-
met1	16747	34.1
met2	1904	38.2
met3	267	19.2
met4	12	10.3
met5	-	1.55
## repair_timing
item                                    CTS  global route
pin swaps                                56            52
endpoints found under the setup margin   61            41
gates resized                           118            45
buffers inserted                          1             1
## cell usage in the layout, fill, tap and decap left out, types with 5 or more instances in the layout
master           count
bufinv_16           18
dlymetal6s2s_1      18
edfxtp_1          1024
a22oi_1            192
clkdlybuf4s50_1     87
clkdlybuf4s15_1     11
a21oi_1            192
buf_12             111
a22o_1             128
conb_1              32
mux2_1              28
a31oi_1             50
nor3_4               5
inv_4               18
nor3_1              31
inv_1             1052
clkbuf_16          113
nand3_2             30
nor2_4              29
or2_2                6
dlygate4sd2_1       21
a31oi_2             14
nand2_1            198
clkinv_4             5
buf_4               74
diode_2              7
nand3_1            165
clkinvlp_2          18
mux2i_1           1023
nor3_2              32
## through the flow
stage / cells / instance area [µm²] / TNS [ns] / setup WS, ns / power (mW)
after floorplan: 3465 / 49400 / -80.59 / -0.431 / 7.91
final: 6397 / 62400 / -0.122 / -0.0979 / 15.1
after global placement: 5162 / 54300 / -1.86 / -0.0789 / 8.48
after detailed placement: 5162 / 54300 / -1.34 / -0.0630 / 8.49
after global routing: 6395 / 62400 / -0.525 / -0.118 / 16.0
after CTS: 6389 / 62300 / -0.235 / -0.0668 / 15.3
## cell usage after synthesis
cell type     n
a21boi_2      1
clkbuf_4      4
clkbuf_1     78
mux2i_1    1024
a21o_1        1
nor2b_1       3
and2b_1       2
and2_1        2
buf_4        58
nor3_1       68
nand2_1     200
a31oi_1      64
mux2_2        4
nor2_1       31
a22oi_1     192
nand3b_1      3
inv_1         1
buf_6        37
conb_1        1
buf_2        67
or2_2         6
a21oi_1     193
nand3_1     195
nand2b_1      6
buf_1        13
mux2_1       28
edfxtp_1   1024
a22o_1      128
## kinds of logic (layout without fill, tap and decap cells)
logic type	count (synthesis)	count (layout)	share of synthesized area (%)
AND/OR/NAND/NOR	516	516	4.73
multiplexers	1056	1056	21.6
other	1	39	0.00762
buffers and inverters	258	1558	3.18
AND-OR/OR-AND	579	579	8.02
flip-flops	1024	1024	62.5
## worst paths after layout
check,end
max,ReadData2[9]
min,ReadData2[14]
## where the power goes
part / total, mW / switching (mW) / internal, mW
clock network: 7.49 / 3.51 / 3.97
logic: 1.31 / 0.802 / 0.507
registers: 6.34 / 0.0323 / 6.31
## layout make-up
type	instances	share of cell area [%]
flip-flops and latches	1024	49.3
multi-input cells	2183	28.5
clock inverters	1114	7.65
repair buffers	331	6.79
clock buffers	113	4.53
well taps	1625	3.26
diodes	7	0.0281
Power figures rest on the tool's default switching activity, not on a simulated workload.
