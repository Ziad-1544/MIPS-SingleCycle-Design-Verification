`flow/constraint.sdc`:
```
current_design ALU

set clk_period 15.5
set clk_io_pct 0.2

create_clock -name clk0 -period $clk_period

set non_clock_inputs [all_inputs -no_clocks]
set_input_delay [expr $clk_period * $clk_io_pct] -clock clk0 $non_clock_inputs
set_output_delay [expr $clk_period * $clk_io_pct] -clock clk0 [all_outputs]
```
`flow/design.v`:
```
module ALU(input [31:0] OP1, OP2, input [3:0] ALUCtrlLines, input [31:0] Instruction ,output reg [31:0] ALUResult ,output Zero );
    wire [4:0] ShiftAmt;
    assign ShiftAmt = Instruction [10:6];
    assign Zero     = (ALUResult == 0)? 1 : 0 ; 
    always @(*) begin
        case (ALUCtrlLines)
            4'b0000: ALUResult = OP1 + OP2;                                      
            4'b0001: ALUResult = OP1 - OP2;                                      
            4'b0011: ALUResult = OP1 & OP2;                                      
            4'b0100: ALUResult = OP1 | OP2;                                      
            4'b0101: ALUResult = OP1 ^ OP2;                                      
            4'b0110: ALUResult = OP2 << 16;                                      
            4'b0111: ALUResult = OP2 << ShiftAmt ;                               
            4'b1000: ALUResult = OP2 >> ShiftAmt ;                               
            4'b1001: ALUResult = $signed(OP2) >>> ShiftAmt ;                     
            4'b1011: ALUResult = ~(OP1 | OP2)    ;                               
            4'b1100: ALUResult = ($signed(OP1) < $signed(OP2))? 'b1 : 0 ;        
            default: ALUResult = 0               ;                               
        endcase
    end
endmodule
```
`flow/run.sh`:
```
#!/bin/bash
# OpenROAD 26Q1-2900-gdf79404cd8, Yosys 0.63+post, stock flow scripts
make -C /OpenROAD-flow-scripts/flow DESIGN_CONFIG=/design/flow/config.mk WORK_HOME=/design/flow/orfs finish
```
`flow/config.mk`:
```
export PLATFORM = sky130hd
export DESIGN_NAME = ALU
export DESIGN_NICKNAME = ALU
export VERILOG_FILES = /design/flow/design.v
export SDC_FILE = /design/flow/constraint.sdc
export NUM_CORES = 4
export LEC_CHECK = 1
export CORE_UTILIZATION = 40
```
==> job_summary.md <==
## PnR job results

| Metric | Value |
|---|---|
| Status | `finished clean` |
| Ratio of cells with drive above 1 in the final layout | `0.1057` |
| Slowest-stage cell, CP | `clkdlybuf4s50_1` |
| Post-Synthesis Cells | `1,497` |
| Flop area | `0 sq um` |
| Largest logic family | `AND-OR/OR-AND gates` |
| Row count | `58` |
| Total power | `0.0004387 W` |
| Leading post-synthesis cells by cell area | `ha_1 (12%), mux4_2 (9.3%), mux2i_1 (7.1%), a21oi_1 (4.8%), nand2_1 (4.7%)` |
| Slew margin rel. | `0.3664` |
| Fin crit period | `11,980 ps` |
| Routed WL | `53.06 mm` |
| Via Count | `12,925` |
| Setup repair bufs after CTS | `0` |
| GRT Util Overall | `0.4032` |
| Die Span Y | `between 150 and 200 um` |
| Critical Path End Type | `output pin` |
| CP max stage delay | `1020 ps` |
| Area leader, netlist | `ha_1` |
| Ys Warns | `1` |
| Flip-flops | `0` |
| Final instance area | `roughly 0.012 sq mm` |
| Die X | `between 150 and 200 um` |
| # diodes | `0` |
| Area reported by Yosys stat | `0.01041 sq mm` |
| Min-Delay Path Class | `primary input to output pin` |
| CP Launch Type | `primary input` |
| Routability congestion estimate | `1.032` |
| Hold Path Depth | `7` |
| Logic area | `0.009447 sq mm` |
| Worst hold margin | `about 7500 ps` |
| Top cell type's share of synthesized area | `0.1165` |
| Critical Path RT | `roughly 12,000 ps` |
| Final Hold Viols | `0` |
| Seq share, synth | `0` |
| Distinct lib cells | `89` |
| Vias in the first global route | `between 10,000 and 15,000` |
| Hold buffers post-CTS | `0` |
| Final worst path period share | `0.7728` |
| I/O Pins | `~130` |
| Worst Max-Slew Pin Slew | `944.7 ps` |
| Initial Util | `0.4112` |
| Drt pass-1 iters | `7` |
| DRC errors left | `0` |
| PortBufs | `between 100 and 150` |
| Post-route ant nets | `0` |
| Setup-failing EPs final | `0` |
| Yosys cell count | `~1,500` |
| Area Overhead vs Synth | `12.00%` |
| Iter 0 DRT Violations | `1,386` |
| Cell chain of the critical path | `clkdlybuf4s50_1 > inv_1 > ha_1 > nor2_1 > nor3_1 > a211oi_1 > o21ai_0 > o21ai_0 > nand2_1 > a221oi_1 > o2111ai_1 > or4b_2 > nor4_2 > clkdlybuf4s50_1` |
| Worst vdd ir | `0.02722 mV` |
| PostCTS Resize Cnt | `0` |
| Lkg Pwr | `~4.7 nW` |
| Max FO, Critical Path | `13` |
| Top-count cell post-synth | `nand2_1` |
| Fmax | `roughly 83 MHz` |
| Area of the core | `0.02533 sq mm` |
| Basic Gates by Area | `0.2390` |
| Crit path arrival time | `8880 ps` |
| Adders+Majority by Area | `0.1204` |
| AO/OA Area Share | `0.3375` |
| First-pass GRT wire length | `77.95 mm` |
| Fin. max-slew vios | `0` |
| Total power divided by cell area | `37.61 mW/mm^2` |
| Avg Cell Area, Syn | `6.956 sq um` |
| Antenna violations before repair | `1` |
| TNS Setup | `0 ps` |
| Commonest cells post-synth | `nand2_1 (130), nor2_1 (126), inv_1 (104), a21oi_1 (99), ha_1 (97)` |
| Log Warnings | `124` |
| Clock buffer count | `0` |
| Grt ovf | `0` |
| Fill cell count | `2,636` |
| Synth Cell Area | `0.01041 sq mm` |
| XOR/XNOR Area Share | `0.004205` |
| Vias per cell | `7.009` |
| Max-cap violations | `0` |
| Area after DPL | `0.01166 sq mm` |
| Die Size | `between 0.02 and 0.03 sq mm` |
| Setup Crit Path Kind | `primary input to output pin` |
| Post-synth mux share | `0.2020` |
| Pin count of the biggest net entering global routing | `around 53` |
| Drt wl/cell | `28.77 um` |
| RSZ-0062 raised after global routing | `false` |
| HPWL Detailed | `40.53 mm` |
[final cells by class]
class,instances,share of cell area
timing repair buffer,154,0.1206
inverter,106,0.03411
multi-input combinational,1254,0.8099
tap,330,0.03540
[logic make-up (layout without fill, tap and decap cells)]
| family | count (synthesis) | count (layout) |
|---|---|---|
| AND-OR/OR-AND | 505 | 505 |
| XOR/XNOR | 5 | 5 |
| adder cells (fa/ha/maj) | 99 | 99 |
| buffers and inverters | 243 | 260 |
| multiplexers | 152 | 152 |
| AND/OR/NAND/NOR | 493 | 493 |
[per-layer routing]
layer	GRT usage	part of all wire	vias to the layer above
met2	0.5905	0.42	876
li1	-	-	5759
met5	0	0.00025	-
met1	0.5670	0.41	6139
met3	0.09596	0.11	149
met4	0.1712	0.052	2
[cells in the final DEF, fill, tap and decap left out, types with 28 or more instances in the layout]
cell | Yosys | final
o21ai_0 | 81 | 81
clkdlybuf4s50_1 | 0 | 102
nand3_1 | 37 | 37
o211ai_1 | 31 | 31
mux2_2 | 35 | 35
a21oi_1 | 99 | 99
ha_1 | 97 | 97
inv_1 | 104 | 104
o22ai_1 | 36 | 36
nor3_1 | 38 | 38
nand2_1 | 130 | 130
nor2_1 | 126 | 126
nor2b_1 | 28 | 28
mux2i_1 | 74 | 74
a221oi_1 | 31 | 31
mux4_2 | 43 | 43
buf_4 | 4 | 50
[worst max-delay path, delay by kind of cell]
family,cells,cell delay [ps]
and+or+nand+nor,5,1500
buffers and inverters,3,1670
adders and majority gates,1,430
AOI/OAI and AO/OA,5,2170
[worst paths after layout]
check	from	to
min	Instruction[9]	ALUResult[1]
max	OP2[5]	Zero
[stage by stage]
step                utilization  instances  setup WS (ps)
global placement         0.4605       1844           3683
detailed placement       0.4605       1844           3626
floorplan                     -       1497           5843
CTS                      0.4605       1844           3608
finish                   0.4605       1844           3521
global route             0.4605       1844           3260
[where the power goes]
| part | leakage [nW] | internal [W] | switching (W) |
|---|---|---|---|
| sequential | 0 | 0 | 0 |
| clock | 0 | 0 | 0 |
| combinational | 4.72 | 0.000171 | 0.000268 |
| total | 4.72 | 0.000171 | 0.000268 |
Power figures rest on the tool's default switching activity, not on a simulated workload.
